===== design/flow/config.mk =====
export PLATFORM = sky130hd
export DESIGN_NAME = fifo
export DESIGN_NICKNAME = fifo
export VERILOG_FILES = /design/flow/design.v
export SDC_FILE = /design/flow/constraint.sdc
export NUM_CORES = 4
export LEC_CHECK = 1
export CORE_UTILIZATION = 30

===== design/flow/constraint.sdc =====
current_design fifo

set clk_period 3.3
set clk_io_pct 0.2

create_clock -name clk0 -period $clk_period [get_ports {clk}]

set non_clock_inputs [all_inputs -no_clocks]
set_input_delay [expr $clk_period * $clk_io_pct] -clock clk0 $non_clock_inputs
set_output_delay [expr $clk_period * $clk_io_pct] -clock clk0 [all_outputs]

===== design/flow/design.v =====
module fifo #(
	parameter int WIDTH = 8,
	parameter int DEPTH = 16) (
	input logic clk,rst,
        input logic [WIDTH-1:0] din,
        input logic wr_en,rd_en,
        output logic full, empty,
        output logic [WIDTH-1:0] dout
        );
localparam int ADDR_WIDTH = $clog2(DEPTH);
localparam int COUNT_WIDTH = $clog2(DEPTH+1);
logic [WIDTH - 1:0] mem [0:DEPTH-1];
logic [ADDR_WIDTH-1:0] read_ptr, write_ptr;
logic [COUNT_WIDTH-1:0] count;
assign full = (count==DEPTH);
assign empty = (count==0);
always_ff @(posedge clk or posedge rst) begin
	if (rst) begin
		write_ptr <= '0;
	end
	else begin
		if (wr_en && !full) begin
			mem[write_ptr] <= din;
			write_ptr <= write_ptr + 1;
		end
	end
end
always_ff @(posedge clk or posedge rst) begin
        if (rst) begin
                read_ptr <= '0;
		dout <= '0;
        end
        else begin
                if (rd_en && !empty) begin
                        dout <= mem[read_ptr];
                        read_ptr <= read_ptr + 1;
                end
        end
end
always_ff @(posedge clk or posedge rst) begin
        if (rst) begin
                count <= '0;
        end
        else begin
                case({wr_en && !full, rd_en && !empty})
			2'b10: count <= count + 1;
			2'b01: count <= count - 1;
			default: count <= count;
		endcase
	end
end
endmodule

===== design/flow/run.sh =====
#!/bin/bash
# OpenROAD 26Q1-2900-gdf79404cd8, Yosys 0.63+post, stock flow scripts
make -C /OpenROAD-flow-scripts/flow DESIGN_CONFIG=/design/flow/config.mk WORK_HOME=/design/flow/orfs finish

==> flow_summary.yaml <==
# physical design summary
outcome:
  status: "completed"
timing:
  fin_crit_ps: 3080
  slew_headroom_pct: 45.1
  fmax_ghz: 0.325
  skew_ps: 5.54
  hold_viol_final: 0
  fin_tns_setup_ps: 0
  rsz0062_at_grt: "no"
  finalSetupViolCount: 0
  finalMaxSlewViolations: 0
  tightest_slew_ps: 822
  finalClockPeriodUsage_pct: 93.4
layout:
  mostFrequentLayoutCell: "edfxtp_1"
  drive_above_1_share_pct: 13.9
  syn_to_final_growth_pct: 19.7
  fillCellCount: 1848
  final_layout_top_logic_cells: "edfxtp_1 (128), buf_4 (28), nand2_1 (26)"
  final_cell_count_no_fill: 725
cts:
  cts_buffer_depth: 2
  cts_made_buffers: 17
  clkTransAtPathRegs_ps: 50
  h-tree-depth: 4
  root_buffer: "clkbuf_16"
  clock_latency_ps: 410
  cts_tree: "done"
  cts.sinks: 149
detailed_routing:
  routedWlPerCell_um: 18.8
  antenna_left: 0
  dr.pass1.iters: 4
  post-route-drc-count: 0
  totalWireLength_um: 13700
  drt_iter0_drc: 280
  vias_per_cell: 5.06
  antenna_cells: 0
  vias: 3666
min_path:
  hp-class: "flop to flop"
critical_path:
  reg2reg_from: "count[0]"
  reg2reg_slack_ps: 220
  cp_max_fo: 6
  rr_worst_depth: 10
  cp-startpoint: "count[0]"
  crit_arrival_ps: 3370
  cp.required_ps: 3590
  endpoint: "count[4]"
  crit_type: "flop to flop"
  r2r-end: "count[4]"
  worst_setup_path_end_kind: "flop"
  start_kind: "flop"
global_route:
  grt_max_degree: 22
  grt_pass1_vias: 3748
  grt_pass1_wl_um: 21300
  grt_usage_pct: 14.6
  grt_overflow: 0
  antenna_found_initial: 0
placed_design:
  place_congestion: 0.836
  dp.cells: 692
  hpwl_um: 8930
  numPortBuffers: 21
die:
  io_pins: 22
  die_y_um: 144
  rows: 51
  die_x_um: 144
  design.core.area_sq_um: 19700
  die-area_sq_um: 20900
  initial_core_util_pct: 31.0
logic_synthesis:
  ys_seq_share_pct: 71.8
  edf_count: 128
  ys.flop_type: "edfxtp_1"
  yosys_cells: 404
  synth_flops: 149
  ys_area_sq_um: 6090
  ys_async_sr_fraction_pct: 14.1
  netlist_instances: 404
  synthesis.area_sq_um: 6090
  avgSynthCellArea_sq_um: 15.1
  yosysUniqueCellTypes: 54
  ys_warn_count: 2
job:
  cap_violations: 0
  warning_count: 31
power_and_ir_drop:
  ir_drop_mv: 0.343
  leakage_uw: 0.00251
  p_per_area_nw_per_um2: 856
[area by class of cell]
type | count | area (sq um) | area share (%)
clock buffers | 28 | 477 | 6.54
repair buffers | 49 | 420 | 5.77
clock inverters | 4 | 73.8 | 1.01
well taps | 265 | 332 | 4.55
flip-flops and latches | 149 | 4370 | 60.0
multi-input cells | 217 | 1560 | 21.4
inverters | 13 | 51.3 | 0.704
[synthesized netlist by cell type, drive strengths merged, types with 2 or more instances]
master / count / area [sq um]
nor3: 10 / 50.1
a21o: 3 / 23.8
xor2: 4 / 35.0
xnor2: 6 / 60.1
a22o: 2 / 17.5
a221o: 4 / 40.0
nand4: 2 / 12.5
ha: 12 / 150
o211ai: 2 / 15.0
a21oi: 11 / 55.1
clkbuf: 9 / 33.8
nand3: 4 / 20.0
mux2i: 11 / 110
a221oi: 16 / 140
edfxtp: 128 / 3840
a211oi: 3 / 22.5
a22oi: 9 / 67.6
and2: 2 / 12.5
a31oi: 3 / 18.8
a32o: 3 / 30.0
a222oi: 4 / 40.0
a2111oi: 4 / 35.0
mux2: 2 / 22.5
nand2b: 6 / 37.5
buf: 16 / 80.1
dfrtp: 21 / 526
inv: 13 / 51.3
o21ai: 19 / 121
a311oi: 2 / 17.5
o22ai: 4 / 25.0
a211o: 3 / 26.3
nor2: 23 / 86.3
nor2b: 5 / 31.3
nand2: 26 / 97.6
[timing repair]
item	4_1_cts	5_1_grt
setup endpoints to repair	0	1
hold buffers	0	0
gates resized	0	2
setup buffers	0	1
[through the flow]
step | setup slack (ps) | utilization (%) | power (uW) | area [sq um] | hold WS [ps]
2_1_floorplan | 185 | - | 3740 | 6090 | 425
3_3_place_gp | 165 | 34.2 | 4390 | 6720 | 465
3_5_place_dp | 69.1 | 34.2 | 4430 | 6720 | 471
4_1_cts | 51.0 | 37.0 | 6240 | 7270 | 483
5_1_grt | 56.7 | 37.1 | 6570 | 7290 | 515
6_report | 218 | 37.1 | 6230 | 7290 | 475
[flip-flops by register name, indices dropped and copies added, names as in the netlist]
register   cells
dout           8
write_ptr      4
count          5
read_ptr       4
mem          128
[report_power, final]
part	internal [uW]	leakage, uW	switching, uW
logic	822	0.000840	1120
registers	2270	0.00140	214
clock network	1130	0.000265	674
total	4220	0.00251	2010
[routing by layer]
metal / part of all wire [%] / vias up / track usage [%]
met5: 0 / - / 0
li1: - / 1665 / -
met1: 41 / 1800 / 19.4
met4: 2.3 / 0 / 2.94
met3: 11 / 24 / 7.62
met2: 46 / 177 / 22.2
[worst max-delay path: stages, from the launching register on]
cell	delay, ps
dfrtp_1	420
or4_4	610
o21ai_4	240
ha_1	270
inv_1	100
fa_1	410
nor2b_1	110
o21ai_0	110
nand3_1	100
or3b_2	450
xnor2_1	140
[cell families after synthesis]
kind of cell	Yosys count	synth area share [%]
flops	149	71.8
xor+xnor	10	1.56
simple gates	84	6.48
mux	14	2.55
fa+ha+maj	13	2.80
buf+inv	38	2.71
compound gates	96	12.1
[how the worst min path moves through the flow]
stage	startpoint	endpoint	slack, ps	depth (start not counted)
after CTS	dout[6]	dout[6]	480	1
after global routing	dout[4]	dout[4]	520	1
final	dout[6]	dout[6]	470	1
No activity file was given, so power comes from the tool's default toggle rates.
