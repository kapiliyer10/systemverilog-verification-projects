**flow/design.v**
```verilog
`timescale 1ns / 1ps
module ALU(
input [31:0]d1,d2,
input [3:0] alu_ctrl,
output zero,
output reg [31:0]alures
    );
always@(*)
    begin
    case(alu_ctrl)
        4'b0000: alures=d1&d2;
        4'b0001: alures=d1|d2;
        4'b0010: alures=d1+d2;
        4'b0110: alures= d1-d2;
        4'b1100: alures=d1^d2;
        4'b0111: alures=(d1<d2)?32'h1:32'b0;
        default: alures=32'b0;
    endcase
    end
assign zero=(alures==0);
endmodule
```
**flow/run.sh**
```bash
#!/bin/bash
# OpenROAD 26Q1-2900-gdf79404cd8, Yosys 0.63+post, stock flow scripts
make -C /OpenROAD-flow-scripts/flow DESIGN_CONFIG=/design/flow/config.mk WORK_HOME=/design/flow/orfs finish
```
**flow/config.mk**
```make
export PLATFORM = sky130hd
export DESIGN_NAME = ALU
export DESIGN_NICKNAME = ALU
export VERILOG_FILES = /design/flow/design.v
export SDC_FILE = /design/flow/constraint.sdc
export NUM_CORES = 4
export LEC_CHECK = 1
export CORE_UTILIZATION = 30
```
**flow/constraint.sdc**
```tcl
current_design ALU

set clk_period 15.0
set clk_io_pct 0.2

create_clock -name clk0 -period $clk_period

set non_clock_inputs [all_inputs -no_clocks]
set_input_delay [expr $clk_period * $clk_io_pct] -clock clk0 $non_clock_inputs
set_output_delay [expr $clk_period * $clk_io_pct] -clock clk0 [all_outputs]
```
==> results.toml <==
# flow metrics
[final_timing]
fmax_ghz = 0.08965
final.setup.tns_ns = 0
finalHoldViolCount = 0
setup_violations = 0
tightest_slew_ns = 0.8333
post-route-period-util_pct = 74.37
relSlewSlack_pct = 43.57
slew_violations = 0
worst_slack_ns = 3.845
grt_setup_unrepaired = "false"
period_needed_ns = 11.15

[synthesis]
yosysChipArea_um2 = 5707
ys_seq_share_pct = 0
synth_area_um2 = 5707
synth.logic.top_family = "AND-OR/OR-AND gates"
ys_cells = 889
yosysMostFrequentCell = "ha_1"
fa_ha_area_share_pct = 22.85
yosys_warnings = 1
synth_xor_xnor_area_share_pct = 1.074
simple_gate_area_share_pct = 24.05
yosys-top-cells-count = "101 x ha_1, 97 x inv_1, 87 x a21oi_1"
syn_area_per_cell_um2 = 6.419
topCellsByArea = "ha_1 22%, a21oi_1 7.6%, inv_1 6.4%"
ys_sh_aoi_pct = 38.50
top_area_cell = "ha_1"
yosysTopAreaCellShare_pct = 22.14
yosys.cell_types.count = 78
syn_inst = 889
ys_sh_mux_pct = 3.070

[floorplan]
io_pins = 101
rows = 50
die_w_um = 139.9
core_um2 = 18710
initial_core_util_pct = 30.51
die_y_um = 139.9
fp.dieArea_um2 = 19580

[drt]
num_vias = 6812
drt_iter0_drc = 663
drt_wl_total_um = 20830
routed_via_density = 5.788
diodes = 0
antenna_left = 0
dr.pass1.iters = 7
drc_errors = 0
avgRoutedWirePerCell_um = 17.70

[grt]
antenna_found_initial = 0
grt_max_degree = 52
grt.overflow.total = 0
grt_pass1_vias = 6243
grt_pass1_wl_um = 33290
grt_use_total_pct = 21.28

[cells_and_area]
nFillCells = 1995
syn_to_final_growth_pct = 20.15
drive_gt1_share_pct = 2.651
clkbuf_count = 0
register_area_um2 = 0
ff_count = 0

[clock_tree]
ctsResizeCount = 0
cts_hold_buf = 0
post_cts_buffers = 0

[pwr]
ir_drop_mv = 0.008852
comb_power_share_pct = 100.0
switching_share_pct = 56.91
clockPowerShare_pct = 0
p_int_w = 0.0001072
switching_power_w = 0.0001415
p_leak_nw = 3.067
sequentialPowerShare_pct = 0
power.density_nw_per_um2 = 36.27

[worst_setup_path]
critPathKind = "input port to primary output"
worstPathArrival_ns = 8.15
critPathCaptureType = "primary output"
cp-start-kind = "input port"
critical_path_required_ns = 12.00
path_max_fanout = 8

[status]
outcome = "completed"

[place]
post-dp-hpwl_um = 16750
place.gp.congestion = 1.013
io_buffers = 101
dp_slack_ns = 3.920

[flow_run]
tool_warnings = 101
cap_violations = 0

[worst_hold_path]
min_path_type = "input port to primary output"
[final cells by class]
class              instances  area [µm²]  share of cell area, %
repair buffers           110        1074                  15.66
inverters                100       375.4                  5.474
multi-input cells        733        5115                  74.60
well taps                234       292.8                  4.270
[power by group through the flow]
stage	Clock [W]	Combinational [W]	Sequential [W]
CTS	0	0.000246	0
global route	0	0.000274	0
finish	0	0.000249	0
[layer usage]
metal / track usage, % / routed length, µm / vias up
met5: 0 / 0 / -
met4: 5.437 / 620 / 0
met3: 1.707 / 1588 / 34
met2: 33.21 / 8945 / 319
met1: 31.57 / 9677 / 3108
li1: - / - / 3351
[cells in the final DEF, fill, tap and decap left out, types with 16 or more instances in the layout]
cell             netlist  layout
a21o_1                17      17
a21oi_1               87      87
a31oi_1               16      16
clkdlybuf4s50_1        0     100
ha_1                 101     101
inv_1                 97      97
nand2_1               74      74
nor2_1                77      77
nor3_1                22      21
o211ai_1              17      17
o21ai_0               50      50
[worst paths after layout]
check / from / end / cells past startpoint
worst max-delay path: d1[2] / zero / 15
worst min-delay path: alu_ctrl[0] / alures[2] / 3
[per-stage QoR]
stage	power, W	instance area (µm²)	hold slack [ns]	cells	utilization, %
6_report	0.0002487	6857	6.964	1177	36.66
5_1_grt	0.0002738	6857	7.021	1177	36.66
3_5_place_dp	0.0002439	6857	6.964	1177	36.66
2_1_floorplan	0.0001531	5707	6.235	889	-
4_1_cts	0.0002456	6857	6.969	1177	36.66
3_3_place_gp	0.0002450	6857	6.974	1177	36.66
[critical path, stage by stage]
cell             delay, ns
clkdlybuf4s50_1       0.51
inv_1                 0.06
ha_1                  0.41
nor2_1                0.09
o311ai_1              0.70
nand2_1               0.18
a31oi_1               0.36
xor2_1                0.11
a221o_1               0.33
or4_1                 0.51
or3_1                 0.40
or4_1                 0.50
nand4bb_1             0.25
nor4_2                0.24
clkdlybuf4s50_1       0.50
[cell families after synthesis]
family | count (synthesis)
buffers and inverters | 156
XOR/XNOR | 7
adder cells (fa/ha/maj) | 103
AND/OR/NAND/NOR | 279
AND-OR/OR-AND | 327
multiplexers | 17
Power is estimated from default activity; no workload was simulated.
