[/design/flow/config.mk]
export PLATFORM = sky130hd
export DESIGN_NAME = id_ex_reg
export DESIGN_NICKNAME = id_ex_reg
export VERILOG_FILES = /design/flow/design.v
export SDC_FILE = /design/flow/constraint.sdc
export NUM_CORES = 4
export LEC_CHECK = 1
export CORE_AREA = 10 10 196 196
export DIE_AREA = 0 0 206 206
[/design/flow/run.sh]
#!/bin/bash
# OpenROAD 26Q1-2900-gdf79404cd8, Yosys 0.63+post, stock flow scripts
make -C /OpenROAD-flow-scripts/flow DESIGN_CONFIG=/design/flow/config.mk WORK_HOME=/design/flow/orfs finish
[/design/flow/constraint.sdc]
current_design id_ex_reg

set clk_period 1.0
set clk_io_pct 0.2

create_clock -name clk0 -period $clk_period [get_ports {clk}]

set non_clock_inputs [all_inputs -no_clocks]
set_input_delay [expr $clk_period * $clk_io_pct] -clock clk0 $non_clock_inputs
set_output_delay [expr $clk_period * $clk_io_pct] -clock clk0 [all_outputs]
[/design/flow/design.v]
`timescale 1ns / 1ps
module id_ex_reg (
    input  wire        clk,
    input  wire        rst,
    input  wire        stall,      
    input  wire        flush,
    input  wire [31:0] pc_in,
    input  wire [31:0] rs1_data_in,
    input  wire [31:0] rs2_data_in,
    input  wire [31:0] imm_in,
    input  wire [4:0]  rs1_in,
    input  wire [4:0]  rs2_in,
    input  wire [4:0]  rd_in,
    input  wire        reg_write_in,
    input  wire        mem_read_in,
    input  wire        mem_write_in,
    input  wire        mem_to_reg_in,
    input  wire [1:0]  alu_op_in,
    input  wire        alu_src_in,
    input  wire        branch_in,
    input  wire        jal_in,
    input  wire        jalr_in,
    input  wire [2:0]  funct3_in,
    input  wire [6:0]  funct7_in,
    output reg  [31:0] pc_out,
    output reg  [31:0] rs1_data_out,
    output reg  [31:0] rs2_data_out,
    output reg  [31:0] imm_out,
    output reg  [4:0]  rs1_out,
    output reg  [4:0]  rs2_out,
    output reg  [4:0]  rd_out,
    output reg         reg_write_out,
    output reg         mem_read_out,
    output reg         mem_write_out,
    output reg         mem_to_reg_out,
    output reg  [1:0]  alu_op_out,
    output reg         alu_src_out,
    output reg         branch_out,
    output reg         jal_out,
    output reg         jalr_out,
    output reg  [2:0]  funct3_out,
    output reg  [6:0]  funct7_out
);
    always @(posedge clk or posedge rst) begin
        if (rst) begin
            pc_out         <= 32'b0;
            rs1_data_out   <= 32'b0;
            rs2_data_out   <= 32'b0;
            imm_out        <= 32'b0;
            rs1_out        <= 5'b0;
            rs2_out        <= 5'b0;
            rd_out         <= 5'b0;
            reg_write_out  <= 1'b0;
            mem_read_out   <= 1'b0;
            mem_write_out  <= 1'b0;
            mem_to_reg_out <= 1'b0;
            alu_op_out     <= 2'b0;
            alu_src_out    <= 1'b0;
            branch_out     <= 1'b0;
            jal_out        <= 1'b0;
            jalr_out       <= 1'b0;
            funct3_out     <= 3'b0;
            funct7_out     <= 7'b0;
        end else if (flush) begin
            pc_out         <= 32'b0;
            rs1_data_out   <= 32'b0;
            rs2_data_out   <= 32'b0;
            imm_out        <= 32'b0;
            rs1_out        <= 5'b0;
            rs2_out        <= 5'b0;
            rd_out         <= 5'b0;
            reg_write_out  <= 1'b0;
            mem_read_out   <= 1'b0;
            mem_write_out  <= 1'b0;
            mem_to_reg_out <= 1'b0;
            alu_op_out     <= 2'b0;
            alu_src_out    <= 1'b0;
            branch_out     <= 1'b0;
            jal_out        <= 1'b0;
            jalr_out       <= 1'b0;
            funct3_out     <= 3'b0;
            funct7_out     <= 7'b0;
        end else if (stall) begin
            reg_write_out  <= 1'b0;
            mem_read_out   <= 1'b0;
            mem_write_out  <= 1'b0;
            mem_to_reg_out <= 1'b0;
            alu_op_out     <= 2'b0;
            alu_src_out    <= 1'b0;
            branch_out     <= 1'b0;
            jal_out        <= 1'b0;
            jalr_out       <= 1'b0;
            rs1_data_out   <= rs1_data_in;
            rs2_data_out   <= rs2_data_in;
            imm_out        <= imm_in;
            rs1_out        <= rs1_in;
            rs2_out        <= rs2_in;
            rd_out         <= rd_in;
            funct3_out     <= funct3_in;
            funct7_out     <= funct7_in;
            pc_out         <= pc_in;
        end else begin
            pc_out         <= pc_in;
            rs1_data_out   <= rs1_data_in;
            rs2_data_out   <= rs2_data_in;
            imm_out        <= imm_in;
            rs1_out        <= rs1_in;
            rs2_out        <= rs2_in;
            rd_out         <= rd_in;
            reg_write_out  <= reg_write_in;
            mem_read_out   <= mem_read_in;
            mem_write_out  <= mem_write_in;
            mem_to_reg_out <= mem_to_reg_in;
            alu_op_out     <= alu_op_in;
            alu_src_out    <= alu_src_in;
            branch_out     <= branch_in;
            jal_out        <= jal_in;
            jalr_out       <= jalr_in;
            funct3_out     <= funct3_in;
            funct7_out     <= funct7_in;
        end
    end
endmodule
==> impl_metrics.toml <==
# generated from flow reports
[synthesis]
avgSynthCellArea_sq_um = 15.3
yosys_most_used_dff = "dfrtp_1"
synth_top_cell_by_area = "dfrtp_1"
edf_count = 0
synth_seq_share_pct = 77.3
ys_cells = 346
synth_flop_count = 163
synth_top_cell_by_count = "dfrtp_1"
syn_inst = 346
synth-area-yosys_sq_mm = 0.00528
synth_area_sq_mm = 0.00528
ys_top_cells_by_count = "dfrtp_1, nor2b_1, buf_2"
area_leaders = "dfrtp_1, nor2b_1, nor3b_2"
synth_warnings = 1
yosys.area.top_type_share_pct = 77.3
synth_cell_types = 7
synth-async-reset-ratio_pct = 100

[clocking]
cts_setup_buffers = 0
cts_root_buf = "clkbuf_16"
clkTransAtPathRegs_ns = 0.06
holdBufCountCts = 0
cts_buffers = 17
cts_tree = "yes"
cts_max_level = 4
clock_path_buffers = 2
cts_sinks = 163

[route]
ant_nets = 0
avgRoutedWirePerCell_um = 15.9
via_per_inst = 3.22
dr.pass1.iters = 4
drcViolationCount = 0
drtIter0Drc = 48
drt_wl_total_mm = 18.6
dr_total_vias = 3779

[global_route]
grt_pass1_wl_mm = 27.0
grtUsageTotal_pct = 8.57
grt_max_degree = 58
grt_pass1_vias = 4078
antenna_found_initial = 4
grt_overflow_total = 0

[placed_design]
dpl_cell_area_sq_mm = 0.00940
port_buffers = 329
place_congestion = 0.765
hpwl_mm = 14.8
dp_worst_setup_slack_ns = -0.0831
placed_cells = 1141

[critical_path]
critPathLaunch = "pc_out[17]$_DFF_PP0_"
crit_path_end_kind = "primary output"
required_ns = 0.80
critPathSlowestCell = "dfrtp_1"
arrival_ns = 0.95
crit_buf_inv = 1
cp_max_fo = 1
cp_cell_sequence = "buf_2"
start_kind = "flip-flop"
cp_num_cells = 1
worstSetupPathType = "reg2out"
max_stage_delay_ns = 0.40
crit_family = "flip-flops"

[flow_run]
drv_cap = 0
warning_count = 28

[pwr]
ir_worst_vdd_uv = 1120
power_density_mw_per_mm2 = 1640
p_leak_nw = 4.38

[sta]
worstMarginPinSlew_ns = 0.298
rsz0062_at_grt = "yes"
setup-tns-final_ns = -16.59
max_slew_margin_pct = 80.2
timing.fmax_mhz = 867
finalSetupViolCount = 163
fin_ws_ns = -0.154
finalCritPeriodShare_pct = 115
hold_viol_final = 0
slew_viol_final = 0
fin_crit_ns = 1.15

[floorplanning]
ioPinCount = 330
core_area_sq_mm = 0.0344
die_h_um = 206
die_x_um = 206
fp_util_pct = 15.4
die_area_sq_mm = 0.0424
num_rows = 68

[min_path]
hp-class = "in2reg"
holdCritStartpoint = "flush"
hold_depth = 3

[outcome]
status = "finished, violations left"
violations = "setup timing"

[cells_and_area]
design_area_sq_mm = 0.00917
syn2layout_area_growth_pct = 73.7
drive_gt1_share_pct = 33.0
fin_cells = 1174
==> flip-flops by register name, indices dropped and copies added, names as in the netlist <==
signal	flops
jal_out	1
funct7_out	7
pc_out	32
rs1_out	5
mem_read_out	1
branch_out	1
funct3_out	3
rs1_data_out	32
mem_write_out	1
rs2_out	5
imm_out	32
alu_op_out	2
jalr_out	1
rs2_data_out	32
alu_src_out	1
reg_write_out	1
rd_out	5
mem_to_reg_out	1
==> final cells by class <==
| class | instances | area [sq um] |
|---|---|---|
| Sequential cell | 163 | 4080 |
| Inverter | 1 | 7.51 |
| Tap cell | 455 | 569 |
| Clock inverter | 13 | 126 |
| Clock buffer | 19 | 453 |
| Fill cell | 3603 | 25200 |
| Multi-Input combinational cell | 163 | 1080 |
| Antenna cell | 1 | 2.50 |
| Timing Repair Buffer | 359 | 2850 |
==> power breakdown <==
| part | switching [W] | internal [W] |
|---|---|---|
| Combinational | 0.000528 | 0.00107 |
| Sequential | 0.0000741 | 0.00692 |
| Clock | 0.00285 | 0.00360 |
==> through the flow <==
| stage | utilization, % | power, W | hold WS, ns |
|---|---|---|---|
| after floorplan | - | 0.00747 | 0.338 |
| after global placement | 27.3 | 0.00909 | 0.560 |
| after detailed placement | 27.3 | 0.00911 | 0.575 |
| after CTS | 26.6 | 0.0154 | 0.0931 |
| after global routing | 26.7 | 0.0158 | 0.103 |
| final | 26.7 | 0.0150 | 0.116 |
==> kinds of logic (layout without fill, tap and decap cells) <==
| group | Yosys count | count (layout) | share of synthesized area, % |
|---|---|---|---|
| AND/OR/NAND/NOR | 163 | 163 | 20.5 |
| other | 0 | 1 | 0 |
| flip-flops | 163 | 163 | 77.3 |
| buffers and inverters | 20 | 392 | 2.23 |
==> placed cells by master (no fill, tap or decap) <==
cell type        netlist  routed
buf_6                  3       2
buf_12                 0      11
nor3b_2               10      10
clkinv_2               0       2
inv_6                  0       3
diode_2                0       1
buf_4                  0      19
buf_2                 15     162
nor2b_1              153     153
inv_8                  0       1
dfrtp_1              163     163
clkinvlp_4             0       4
clkdlybuf4s50_1        0     165
clkbuf_16              0      17
clkbuf_8               0       2
clkinv_4               0       3
bufinv_16              0       1
==> path summary, 6_finish.rpt <==
| kind | end | slack (ns) |
|---|---|---|
| setup / recovery | pc_out[17] | -0.15 |
| hold / removal | rs1_data_out[6]$_DFF_PP0_ | 0.12 |
| min in group asynchronous | rs2_data_out[14]$_DFF_PP0_ | 0.18 |
| max in group asynchronous | rs1_data_out[19]$_DFF_PP0_ | 0.46 |
==> routing by layer <==
metal,vias to the layer above,track usage [%],part of all wire (%)
li1,1768,-,-
met1,1798,10.9,40
met2,191,12.8,45
met3,18,4.88,13
met4,4,1.12,1.5
met5,-,0,0.075
==> repair_timing <==
action / CTS / global route
setup endpoints to repair: 163 / 163
hold endpoints to repair: 0 / 0
resized: 540 / 2
Power is estimated from default activity; no workload was simulated.
